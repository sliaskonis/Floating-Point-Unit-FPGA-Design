File: ./constraint.sdc
current_design fpadd_system

set clk_period 2.9
set clk_io_pct 0.2

create_clock -name clk0 -period $clk_period [get_ports {clk}]

set non_clock_inputs [all_inputs -no_clocks]
set_input_delay [expr $clk_period * $clk_io_pct] -clock clk0 $non_clock_inputs
set_output_delay [expr $clk_period * $clk_io_pct] -clock clk0 [all_outputs]
File: ./run.sh
#!/bin/bash
# OpenROAD 26Q1-2900-gdf79404cd8, Yosys 0.63+post, stock flow scripts
make -C /OpenROAD-flow-scripts/flow DESIGN_CONFIG=/design/flow/config.mk WORK_HOME=/design/flow/orfs finish
File: ./design.v
module fp_normalizer (
  input [24:0] mantissa_temp,
  input [7:0] exp,
  output reg [22:0] normalized_mantissa,
  output reg [7:0] normalized_exp
);
  reg [22:0] zero_count;
  always @(*) begin
        if (mantissa_temp[24]) zero_count = 25;
        else if (mantissa_temp[23]) zero_count = 0;
        else if (mantissa_temp[22]) zero_count = 1;
        else if (mantissa_temp[21]) zero_count = 2;
        else if (mantissa_temp[20]) zero_count = 3;
        else if (mantissa_temp[19]) zero_count = 4;
        else if (mantissa_temp[18]) zero_count = 5;
        else if (mantissa_temp[17]) zero_count = 6;
        else if (mantissa_temp[16]) zero_count = 7;
        else if (mantissa_temp[15]) zero_count = 8;
        else if (mantissa_temp[14]) zero_count = 9;
        else if (mantissa_temp[13]) zero_count = 10;
        else if (mantissa_temp[12]) zero_count = 11;
        else if (mantissa_temp[11]) zero_count = 12;
        else if (mantissa_temp[10]) zero_count = 13;
        else if (mantissa_temp[9]) zero_count = 14;
        else if (mantissa_temp[8]) zero_count = 15;
        else if (mantissa_temp[7]) zero_count = 16;
        else if (mantissa_temp[6]) zero_count = 17;
        else if (mantissa_temp[5]) zero_count = 18;
        else if (mantissa_temp[4]) zero_count = 19;
        else if (mantissa_temp[3]) zero_count = 20;
        else if (mantissa_temp[2]) zero_count = 21;
        else if (mantissa_temp[1]) zero_count = 22;
        else if (mantissa_temp[0]) zero_count = 23;
        else zero_count = 24;  
    end
    always @(*) begin
      if (zero_count == 24) begin
        normalized_mantissa = 0;
        normalized_exp = 0;
      end
      else if (zero_count == 25) begin
        normalized_mantissa = mantissa_temp[23:1];
        normalized_exp = exp + 1;
      end
      else begin 
        normalized_mantissa = mantissa_temp << zero_count;
        normalized_exp = exp - zero_count;  
      end
    end
endmodule
`timescale 1ns / 1ps
module fpadd_pipelined (input clk,
                     input reset,
                     input [31:0]reg_A, 
                     input [31:0]reg_B,  
		     output reg[31:0] out);
	reg [31:0] A, B, result;						 
	reg max_num_sign, min_num_sign;					 
	reg [7:0] temp_exp_A, temp_exp_B;				 
	reg [7:0] max_num_exp, min_num_exp, exp;		 
	reg [22:0] temp_mantissa_A, temp_mantissa_B;	 
	reg [24:0] mantissa_temp, max_num_mantissa, min_num_mantissa, mantissa_B_shifted;	 
	reg [31:0] pipeline_A, pipeline_B;						 
	reg pipeline_max_num_sign, pipeline_min_num_sign;		 
	reg [7:0] pipeline_max_num_exp, pipeline_min_num_exp;	 
	reg [24:0] pipeline_mantissa_B_shifted, pipeline_max_num_mantissa;
	wire [22:0] normalized_mantissa;
	wire [7:0] normalized_exp;
	always @ (posedge clk or posedge reset)
		begin
			if (reset == 1'b1)
				begin
					A <= 32'b0;
					B <= 32'b0;
					out <= 32'b0;
				end
			else 
				begin
					A <= reg_A;
					B <= reg_B;
					out <= result;
				end
		end
	always@ (*)
		begin
			temp_exp_A = A[30:23];
			temp_exp_B = B[30:23];
	        temp_mantissa_A = A[22:0];
		    temp_mantissa_B = B[22:0];
			if (temp_exp_A > temp_exp_B || (temp_exp_A == temp_exp_B && temp_mantissa_A >= temp_mantissa_B)) 
				begin	 
					max_num_sign = A[31];
					min_num_sign = B[31];
					max_num_exp = A[30:23];
					min_num_exp = B[30:23];
					max_num_mantissa = {2'b01, A[22:0]};
					min_num_mantissa = {2'b01, B[22:0]};
				end
			else 
				begin																							 
					max_num_sign = B[31];
					min_num_sign = A[31];
					max_num_exp = B[30:23];
					min_num_exp = A[30:23];
					max_num_mantissa = {2'b01, B[22:0]};
					min_num_mantissa = {2'b01, A[22:0]};
				end
		end
	always @(*)
		begin
			mantissa_B_shifted = (min_num_mantissa >> (max_num_exp - min_num_exp));
		end
	always @(posedge clk or posedge reset)
		begin
			if (reset == 1'b1)
				begin
					pipeline_A <= 32'b0;
					pipeline_B <= 32'b0;
					pipeline_mantissa_B_shifted <= 25'b0;
					pipeline_max_num_mantissa <= 25'b0;
					pipeline_max_num_sign <= 1'b0;
					pipeline_min_num_sign <= 1'b0;
					pipeline_max_num_exp <= 8'b0;
					pipeline_min_num_exp <= 8'b0;
				end
			else
				begin
					pipeline_A <= A;
					pipeline_B <= B;
					pipeline_mantissa_B_shifted <= mantissa_B_shifted;
					pipeline_max_num_mantissa <= max_num_mantissa;
					pipeline_max_num_sign <= max_num_sign;
					pipeline_min_num_sign <= min_num_sign;
					pipeline_max_num_exp <= max_num_exp;
					pipeline_min_num_exp <= min_num_exp;
				end
		end
	always @(*)
		begin
			if (max_num_sign == min_num_sign)
				mantissa_temp = pipeline_max_num_mantissa + pipeline_mantissa_B_shifted;
			else
				mantissa_temp = pipeline_max_num_mantissa - pipeline_mantissa_B_shifted;
		end
	fp_normalizer fp_normalizer(.mantissa_temp(mantissa_temp),
								.exp(pipeline_max_num_exp),
								.normalized_mantissa(normalized_mantissa),
								.normalized_exp(normalized_exp));
	always @(*)
		begin
		 	if ((!pipeline_A && !pipeline_B) || (pipeline_max_num_exp == pipeline_min_num_exp && mantissa_temp == 0 && pipeline_max_num_sign != pipeline_min_num_sign))   
				result = 32'b0;
			else
				result = {pipeline_max_num_sign, normalized_exp, normalized_mantissa};
		end
endmodule
 module fpadd_system (input clk,
                      input rst,  
                      output [7:0] leds, 
                      output an0, output a0, output b0, output c0, output d0, output e0, output f0, output g0,
                      output an1, output a1, output b1, output c1, output d1, output e1, output f1, output g1);
   wire [31:0] fp_out;
   wire [7:0] char0, char1;
   assign leds = fp_out[7:0];
   assign char0 = fp_out[31:24];
   assign char1 = fp_out[23:16];
   fpadd_pipelined fpadd_pipelined(.clk(clk), .reset(rst), .reg_A(32'h2ac49214), .reg_B(32'h6ac49214), .out(fp_out));
   sevenSegDispDriver sevenSegDispDriver0(.clk(clk), .rst(rst), .char(char0), .anode(an0), .LED({a0, b0, c0, d0, e0, f0, g0}));
   sevenSegDispDriver sevenSegDispDriver1(.clk(clk), .rst(rst), .char(char1), .anode(an1), .LED({a1, b1, c1, d1, e1, f1, g1}));
endmodule
`timescale 1ns/1ps
module LEDdecoder(char, LED);
input [3:0] char;
output reg [6:0] LED;
always @(*)
    begin
        case (char)        
            4'b0000: LED = 7'b1111110;      
            4'b0001: LED = 7'b0110000;      
            4'b0010: LED = 7'b1101101;      
            4'b0011: LED = 7'b1111001;      
            4'b0100: LED = 7'b0110011;      
            4'b0101: LED = 7'b1011011;      
            4'b0110: LED = 7'b1011111;      
            4'b0111: LED = 7'b1110000;      
            4'b1000: LED = 7'b1111111;      
            4'b1001: LED = 7'b1111011;      
            4'b1010: LED = 7'b1110111;      
            4'b1011: LED = 7'b0011111;      
            4'b1100: LED = 7'b1001110;      
            4'b1101: LED = 7'b0111101;      
            4'b1110: LED = 7'b1001111;      
            4'b1111: LED = 7'b1000111;      
        endcase
    end
endmodule
module sevenSegDispDriver(clk, rst, char, anode, LED);
input clk, rst;
input [7:0] char;
output reg anode;
output reg [6:0] LED;
reg [4:0] count;
wire [6:0] digit0, digit1;
wire [3:0] char0, char1;
wire [4:0] countNext;                      
assign char0 = char[7:4];
assign char1 = char[3:0];
assign countNext = count - 5'b00001;
LEDdecoder LEDdecoder0(char0, digit0);
LEDdecoder LEDdecoder1(char1, digit1);
always @(posedge clk or posedge rst) 
    begin 
        if (rst)
            count <= 5'b11111;                   
        else 
            count <= countNext;                  
    end
always @(*)                                
    begin                                           
        if (count[4] == 1'b1)
            anode = 1'b0;
        else
            anode = 1'b1;
    end
always @(*)
    begin
        if (anode == 1'b1)
            LED = digit0;
        else
            LED = digit1;
    end
endmodule
File: ./config.mk
export PLATFORM = sky130hd
export DESIGN_NAME = fpadd_system
export DESIGN_NICKNAME = fpadd_system
export VERILOG_FILES = /design/flow/design.v
export SDC_FILE = /design/flow/constraint.sdc
export NUM_CORES = 4
export LEC_CHECK = 1
export CORE_UTILIZATION = 30
==> results.py <==
# Generated from Yosys and OpenROAD reports
metrics = {
    "power_and_ir_drop": {
        "powerDensity_nw_per_um2": 419,
        "ir_drop_mv": 0.181,
        "cellLeakagePower_nw": 1.50,
        "p_total_w": 0.00140,
    },
    "synth": {
        "ys_area_um2": 2730,
        "ys_seq_share_pct": 33.4,
        "yosysWarnings": 4,
        "synthArstFlopShare_pct": 100,
        "postSynthCellCount": 288,
        "yosysUniqueCellTypes": 55,
        "top_cells_by_area": "dfrtp_1 (24%), ha_1 (18%), dfstp_2 (9.6%), inv_1 (3.4%), a21oi_1 (2.9%)",
        "synth_top_area_share_pct": 23.8,
        "ys_cells": 288,
        "synth_area_um2": 2730,
        "synth-edff-count": 0,
        "flop_cell": "dfrtp_1",
        "synth_flops": 36,
        "yosys.area.top_type": "dfrtp_1",
        "synth.avg_cell_area_um2": 9.49,
    },
    "job": {
        "cap_violations": 0,
        "warnings": 51,
    },
    "global_route": {
        "grt_first_pass_wirelength_mm": 8.12,
        "antenna_found_initial": 0,
        "grt_max_degree": 37,
        "grt_pass1_vias": 1817,
        "grt.overflow.total": 0,
        "grt_usage_pct": 10.2,
    },
    "route": {
        "ant_nets": 0,
        "drt_iter0_drc": 141,
        "wl_per_cell_um": 11.1,
        "drc_errors": 0,
        "drt_wl_total_mm": 4.81,
        "viasPerCell": 4.70,
        "dr.pass1.iters": 4,
        "num_antenna_cells": 0,
        "vias": 2037,
    },
    "timing": {
        "hold_violations": 0,
        "worst_slack_ns": 0.122,
        "final.period_utilization_pct": 95.8,
        "report.final.slew_viol_count": 0,
        "finalSetupTns_ns": 0,
        "period_needed_ns": 2.78,
        "setup_viol": 0,
        "max_freq_mhz": 360,
        "hold-worst-slack_ns": 0.402,
        "skew_ns": 0.00439,
    },
    "clock_tree": {
        "clock-sinks": 36,
        "clkLatencyLatePin_ns": 0.29,
        "cts_hold_buf": 0,
        "cts.path.max_buffers": 2,
        "htreeDepth": 2,
        "cts_tree": "done",
        "clk_pin_slew_ns": 0.07,
        "cts_buffers": 5,
        "cts_root_buf": "clkbuf_8",
    },
    "floorplanning": {
        "die_h_um": 97.5,
        "core-area_um2": 8760,
        "io_pins": 26,
        "row_count": 34,
        "core_util_floorplan_pct": 31.2,
        "dieWidth_um": 97.5,
        "die_area_um2": 9500,
    },
    "placed_design": {
        "port_buffers": 25,
        "gp_congestion": 0.823,
        "dp_hpwl_mm": 3.58,
        "place_ws_ns": -0.0233,
    },
    "min_path": {
        "hold_depth": 0,
        "hold_path_class": "reg2reg",
        "min_from": "fpadd_pipelined.B[2]",
    },
    "layout": {
        "fillers": 842,
        "synthToLayoutAreaGrowth_pct": 21.7,
        "post_route_cells_drive_above_1_share_pct": 20.9,
    },
    "critical_path": {
        "rr_worst_depth": 14,
        "critPathLaunch": "fpadd_pipelined.out[25]",
        "crit_path_end_kind": "output port",
        "start_kind": "flop",
        "cp.arrival_ns": 2.20,
        "critPathRequiredTime_ns": 2.32,
        "r2r-start": "fpadd_pipelined.pipeline_max_num_exp[7]",
        "critical_path_class": "reg2out",
        "crit_fanout": 5,
    },
    "status": {
        "status": "completed",
    },
}
-- through the flow --
| step | cells | area [µm²] | utilization (%) |
|---|---|---|---|
| after floorplan | 294 | 2780 | - |
| after detailed placement | 415 | 3100 | 35.4 |
| after global placement | 415 | 3100 | 35.4 |
| after CTS | 426 | 3220 | 36.7 |
| final | 433 | 3330 | 38.0 |
| after global routing | 433 | 3330 | 38.0 |
-- synthesized netlist by cell type, drive strengths merged (3+ instances only) --
cell / count
mux2i: 4
ha: 40
mux2: 7
clkbuf: 9
nor2b: 10
inv: 27
dfrtp: 26
and3: 3
nand2b: 4
nor2: 21
xor2: 4
and2: 7
a21o: 3
buf: 10
nor3: 5
a211oi: 4
a21oi: 16
xnor2: 4
o21ai: 18
dfstp: 10
a21boi: 3
o311ai: 3
nand2: 19
-- path summary, 6_finish.rpt --
kind                                                           end  slack (ns)
max                                                             d0        0.12
min                        fpadd_pipelined.pipeline_max_num_exp[7]        0.40
max reg2reg                                fpadd_pipelined.out[30]        0.17
min reg2reg                fpadd_pipelined.pipeline_max_num_exp[7]        0.40
max in group asynchronous             sevenSegDispDriver1.count[1]        1.88
min in group asynchronous                   fpadd_pipelined.out[0]        0.68
-- cell usage in the layout, fill, tap and decap left out, drive strengths merged, types with 5 or more instances in the layout --
master and count:
nand2 19, a21oi 16, conb 8, nor3 5, dfstp 10, and2 7, o21ai 18, clkbuf 5
mux2 7, inv 27, ha 40, nor2 21, nor2b 10, buf 17, clkdlybuf4s50 24, dfrtp 26
-- routing by layer --
layer,vias to the layer above,wire [µm],global-route usage [%]
li1,1046,-,-
met1,962,2400,15.4
met2,22,2210,16.3
met3,7,144,1.68
met4,0,59,1.02
met5,-,0,0
-- power breakdown --
part / leakage [nW] / internal (W) / switching, W / total (W)
clock: 0.0479 / 0.000167 / 0.000182 / 0.000349
sequential: 0.440 / 0.000534 / 0.0000483 / 0.000582
combinational: 1.01 / 0.000263 / 0.000200 / 0.000464
total: 1.50 / 0.000965 / 0.000431 / 0.00140
-- sequential cells by signal (all words and copies together) (netlist names) --
signal,count
sevenSegDispDriver0.count,5
fpadd_pipelined.B,1
sevenSegDispDriver1.count,5
fpadd_pipelined.pipeline_mantissa_B_shifted,1
fpadd_pipelined.out,23
fpadd_pipelined.pipeline_max_num_exp,1
-- kinds of logic after synthesis --
logic type	count (synthesis)	synth area share, %
buffers and inverters	46	7.73
adder cells (fa/ha/maj)	40	18.3
flip-flops	36	33.4
AND-OR/OR-AND	64	16.1
AND/OR/NAND/NOR	79	15.5
XOR/XNOR	8	2.56
other	2	0.275
multiplexers	13	6.13
-- critical path, cell delays in order, from the launching register on --
cell and delay (ns):
dfrtp_1 0.37, inv_1 0.11, ha_1 0.31, inv_1 0.04, mux4_2 0.45, a21oi_1 0.15
clkdlybuf4s50_1 0.47
-- layout make-up --
| class | count | area (µm²) | share of cell area [%] |
|---|---|---|---|
| clock buffers | 5 | 68.8 | 2.07 |
| clock inverters | 3 | 18.8 | 0.564 |
| inverters | 27 | 106 | 3.20 |
| multi-input cells | 212 | 1700 | 51.2 |
| flip-flops and latches | 36 | 916 | 27.5 |
| well taps | 108 | 135 | 4.06 |
| repair buffers | 42 | 380 | 11.4 |
-- timing repair --
action,CTS,global route
hold endpoints to repair,0,0
pin swaps,1,4
buffers inserted,3,7
endpoints found under the setup margin,2,8
gates resized,1,17
Power is estimated from default activity; no workload was simulated.
