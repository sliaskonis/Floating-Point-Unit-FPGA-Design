## design/flow/config.mk

```make
export PLATFORM = sky130hd
export DESIGN_NAME = fpadd_single
export DESIGN_NICKNAME = fpadd_single
export VERILOG_FILES = /design/flow/design.v
export SDC_FILE = /design/flow/constraint.sdc
export NUM_CORES = 4
export LEC_CHECK = 1
export CORE_UTILIZATION = 30
```

## design/flow/constraint.sdc

```tcl
current_design fpadd_single

set clk_period 23.8
set clk_io_pct 0.2

create_clock -name clk0 -period $clk_period [get_ports {clk}]

set non_clock_inputs [all_inputs -no_clocks]
set_input_delay [expr $clk_period * $clk_io_pct] -clock clk0 $non_clock_inputs
set_output_delay [expr $clk_period * $clk_io_pct] -clock clk0 [all_outputs]
```

## design/flow/design.v

```verilog
`timescale 1ns / 1ps
module fpadd_single (input clk,
                     input reset,
                     input [31:0]reg_A, 
                     input [31:0]reg_B,  
		     output reg[31:0] out);
	reg [31:0] A, B, result;						 
	reg max_num_sign, min_num_sign;					 
	reg [7:0] temp_exp_A, temp_exp_B;				 
	reg [7:0] max_num_exp, min_num_exp, exp;		 
	reg [22:0] temp_mantissa_A, temp_mantissa_B;	 
	reg [24:0] mantissa_temp, max_num_mantissa, min_num_mantissa, mantissa_B_shifted;	 
	wire [22:0] normalized_mantissa;
	wire [7:0] normalized_exp;
	always @ (posedge clk or posedge reset)
		begin
			if (reset == 1'b1)
				begin
					A <= 32'b0;
					B <= 32'b0;
					out <= 32'b0;
				end
			else 
				begin
					A <= reg_A;
					B <= reg_B;
					out <= result;
				end
		end
	always@ (*)
		begin
			temp_exp_A = A[30:23];
			temp_exp_B = B[30:23];
	        temp_mantissa_A = A[22:0];
		    temp_mantissa_B = B[22:0];
			if (temp_exp_A > temp_exp_B || (temp_exp_A == temp_exp_B && temp_mantissa_A >= temp_mantissa_B)) 
				begin	 
					max_num_sign = A[31];
					min_num_sign = B[31];
					max_num_exp = A[30:23];
					min_num_exp = B[30:23];
					max_num_mantissa = {2'b01, A[22:0]};
					min_num_mantissa = {2'b01, B[22:0]};
				end
			else 
				begin																							 
					max_num_sign = B[31];
					min_num_sign = A[31];
					max_num_exp = B[30:23];
					min_num_exp = A[30:23];
					max_num_mantissa = {2'b01, B[22:0]};
					min_num_mantissa = {2'b01, A[22:0]};
				end
		end
	always @(*)
		begin
			mantissa_B_shifted = (min_num_mantissa >> (max_num_exp - min_num_exp));
		end
	always @(*)
		begin
			if (max_num_sign == min_num_sign)
				mantissa_temp = max_num_mantissa + mantissa_B_shifted;
			else
				mantissa_temp = max_num_mantissa - mantissa_B_shifted;
		end
	fp_normalizer fp_normalizer(.mantissa_temp(mantissa_temp),
								.exp(max_num_exp),
								.normalized_mantissa(normalized_mantissa),
								.normalized_exp(normalized_exp));
	always @(*)
		begin
			if (A == 32'b0)
				result = B;
			else if (B == 32'b0)
				result = A;
		 	else if (max_num_exp == min_num_exp && mantissa_temp == 0 && max_num_sign != min_num_sign)   
				result = 32'b0;
			else
				result = {max_num_sign, normalized_exp, normalized_mantissa};
		end
endmodule
module fp_normalizer (
  input [24:0] mantissa_temp,
  input [7:0] exp,
  output reg [22:0] normalized_mantissa,
  output reg [7:0] normalized_exp
);
  reg [22:0] zero_count;
  always @(*) begin
        if (mantissa_temp[24]) zero_count = 25;
        else if (mantissa_temp[23]) zero_count = 0;
        else if (mantissa_temp[22]) zero_count = 1;
        else if (mantissa_temp[21]) zero_count = 2;
        else if (mantissa_temp[20]) zero_count = 3;
        else if (mantissa_temp[19]) zero_count = 4;
        else if (mantissa_temp[18]) zero_count = 5;
        else if (mantissa_temp[17]) zero_count = 6;
        else if (mantissa_temp[16]) zero_count = 7;
        else if (mantissa_temp[15]) zero_count = 8;
        else if (mantissa_temp[14]) zero_count = 9;
        else if (mantissa_temp[13]) zero_count = 10;
        else if (mantissa_temp[12]) zero_count = 11;
        else if (mantissa_temp[11]) zero_count = 12;
        else if (mantissa_temp[10]) zero_count = 13;
        else if (mantissa_temp[9]) zero_count = 14;
        else if (mantissa_temp[8]) zero_count = 15;
        else if (mantissa_temp[7]) zero_count = 16;
        else if (mantissa_temp[6]) zero_count = 17;
        else if (mantissa_temp[5]) zero_count = 18;
        else if (mantissa_temp[4]) zero_count = 19;
        else if (mantissa_temp[3]) zero_count = 20;
        else if (mantissa_temp[2]) zero_count = 21;
        else if (mantissa_temp[1]) zero_count = 22;
        else if (mantissa_temp[0]) zero_count = 23;
        else zero_count = 24;  
    end
    always @(*) begin
      if (zero_count == 24) begin
        normalized_mantissa = 0;
        normalized_exp = 0;
      end
      else if (zero_count == 25) begin
        normalized_mantissa = mantissa_temp[23:1];
        normalized_exp = exp + 1;
      end
      else begin 
        normalized_mantissa = mantissa_temp << zero_count;
        normalized_exp = exp - zero_count;  
      end
    end
endmodule
```

## design/flow/run.sh

```bash
#!/bin/bash
# OpenROAD 26Q1-2900-gdf79404cd8, Yosys 0.63+post, stock flow scripts
make -C /OpenROAD-flow-scripts/flow DESIGN_CONFIG=/design/flow/config.mk WORK_HOME=/design/flow/orfs finish
```

==> metrics.yaml <==
floorplan:
  die_h_um: 196
  die_w_um: 196
  rows: 70
  core_um2: 36900
  dieArea_um2: 38500
  fp_util: 0.307
  pin_count: 98
final_timing:
  period_needed_ns: 13.44
  fin_ws_ns: 10.36
  final_max_slew_viol_count: 0
  finalHoldViolations: 0
  timing.fmax_mhz: 74.4
  slew_headroom: 0.300
  clock_skew_ns: 0.0192
  post-route-period-util: 0.565
  tightest_slew_ns: 1.02
  setup_viol: 0
  holdWs_ns: 0.641
  grt_setup_unrepaired: "false"
  fin_setup_tns_ns: 0
synthesis:
  yosysUniqueCellTypes: 104
  synth_seq_share: 0.212
  ys_cells: 1426
  flop_cell: "dfrtp_1"
  syn-cell-area_um2: 11300
  postSynthCellCount: 1426
  avgSynthCellArea_um2: 7.94
  edf_count: 0
  yosys-stat-area_um2: 11300
  async_flop_share: 1.00
  ys_ff: 96
  yosys_warnings: 2
cts:
  cts_made_buffers: 9
  clkTransAtPathRegs_ns: 0.07
  ctsHtreeMaxLevel: 3
  cts_sinks: 96
  post_cts_buffers: 0
  cts_hold_buf: 0
  clock-root-buffer: "clkbuf_16"
  clockBufferDepth: 2
  cts_resized: 0
  clock_latency_ns: 0.37
  cts_tree: "yes"
power:
  p_per_area_nw_per_um2: 176
  ir_drop_v: 0.000108
  power_uw: 2300
  p_leak_uw: 0.00532
detailed_routing:
  num_antenna_cells: 0
  vias: 12100
  viasPerCell: 6.06
  drc: 0
  antenna_left: 0
  drtIter0Drc: 1259
  routedWlPerCell_um: 26.3
  dr.pass1.iters: 8
  drt-total-wl_um: 52400
placement:
  io_buffer_count: 97
  place_inst: 1978
  place_ws_ns: 10.78
  routabilityCongestion: 1.01
  hpwl_um: 41700
grt:
  grt_pass1_vias: 11800
  grt_max_degree: 52
  track_usage: 0.281
  grt_pass1_wl_um: 78600
  grt_antenna_before_repair: 0
  grt_overflow_total: 0
critical_path:
  path_class: "reg -> reg"
  crit_family: "AND-OR/OR-AND gates"
  critPathBufInv: 8
  max_stage_delay_ns: 0.82
  cp-start-kind: "register"
  worstPathRequired_ns: 24.04
  worstPathMaxFanout: 30
  arrival_ns: 13.68
  cp-end-kind: "register"
  cp_common_cell: "a21oi_1"
  slowest_stage: "a2111oi_0"
final_layout:
  fin_cells: 1994
  nFillCells: 3812
  final_cell_mix: "nand2_1, o21ai_0, a21oi_1"
  synthToLayoutAreaGrowth_pct: 15.6
  lay_top_count: "nand2_1"
  layout-drive-gt1-share: 0.0946
run_status:
  status: "complete, no violations"
run:
  warnings: 26
  cap_violations: 0
hold_path:
  min_path_type: "reg -> reg"
## registers in the layout, indices dropped and copies added, names as in the netlist
register and flops:
out 32, A 32, B 32
## worst paths after layout
check	from	endpoint	slack, ns	cells after the start
worst min-delay path	B[30]	out[30]	0.64	2
worst min register to register	B[30]	out[30]	0.64	2
worst max register to register	B[28]	out[30]	10.36	56
worst max-delay path	B[28]	out[30]	10.36	56
min in group asynchronous	reset	out[4]	4.79	2
max in group asynchronous	reset	B[7]	17.91	3
## metal layers
layer,vias up,wire (um),global-route usage
met5,-,0,0
met4,0,1790,0.0781
met3,111,4190,0.0539
met2,595,24000,0.444
met1,5852,22400,0.396
li1,5532,-,-
## cell type report
type                       instances  area [um2]  share of cell area
clock inverter                     7        73.8             0.00564
timing repair buffer             138        1280              0.0977
clock buffer                       9         225              0.0172
multi-input combinational       1177        8230               0.629
tap                              504         631              0.0482
inverter                          63         244              0.0186
sequential                        96        2400               0.184
## power by group
part | internal, uW | switching, uW
Clock | 74.1 | 71.4
Combinational | 721 | 1200
Sequential | 211 | 23.3
Total | 1010 | 1290
## Yosys cell counts (all sizes together) (22+ instances only)
| cell type | instances | share of area |
|---|---|---|
| xor2 | 24 | 0.019 |
| nand2 | 136 | 0.045 |
| o211ai | 22 | 0.015 |
| ha | 65 | 0.072 |
| buf | 45 | 0.026 |
| clkbuf | 45 | 0.015 |
| dfrtp | 96 | 0.21 |
| nor3 | 39 | 0.019 |
| a211oi | 31 | 0.023 |
| o21ai | 129 | 0.058 |
| inv | 62 | 0.021 |
| xnor2 | 37 | 0.029 |
| nor2 | 103 | 0.037 |
| mux2i | 39 | 0.035 |
| nand3 | 50 | 0.024 |
| nor4 | 29 | 0.017 |
| a21oi | 118 | 0.053 |
| a21o | 23 | 0.015 |
## cell families after synthesis
kind of cell	synth area share
adders and majority gates	0.0754
DFF	0.212
xor gates and xnor gates	0.0479
AOI/OAI and AO/OA	0.328
buffers and inverters	0.0627
and+or+nand+nor	0.196
muxes	0.0779
## per-stage QoR
stage	utilization	instance area, um2
floorplan	-	11300
global placement	0.347	12800
detailed placement	0.347	12800
CTS	0.355	13100
global route	0.355	13100
finish	0.355	13100
## worst min-delay path: cells and delay by family (launching register included)
| family | cells | cell delay, ns |
|---|---|---|
| buf+inv | 1 | 0.11 |
| flops | 1 | 0.35 |
| compound gates | 1 | 0.14 |
No activity file was given, so power comes from the tool's default toggle rates.
