--- run.sh ---
#!/bin/bash
# OpenROAD 26Q1-2900-gdf79404cd8, Yosys 0.63+post, stock flow scripts
make -C /OpenROAD-flow-scripts/flow DESIGN_CONFIG=/design/flow/config.mk WORK_HOME=/design/flow/orfs finish
--- config.mk ---
export PLATFORM = sky130hd
export DESIGN_NAME = DataMemory
export DESIGN_NICKNAME = DataMemory
export VERILOG_FILES = /design/flow/design.v
export SDC_FILE = /design/flow/constraint.sdc
export NUM_CORES = 4
export LEC_CHECK = 1
export CORE_AREA = 10 10 73 73
export DIE_AREA = 0 0 83 83
--- constraint.sdc ---
current_design DataMemory

set clk_period 2.1
set clk_io_pct 0.2

create_clock -name clk0 -period $clk_period [get_ports {clk}]

set non_clock_inputs [all_inputs -no_clocks]
set_input_delay [expr $clk_period * $clk_io_pct] -clock clk0 $non_clock_inputs
set_output_delay [expr $clk_period * $clk_io_pct] -clock clk0 [all_outputs]
--- design.v ---
module DataMemory(clk, rst, button, out_a, out_b);
input clk, rst;
input button;
output wire [31:0] out_a, out_b;
parameter NUM = 10;
reg [3:0] count;
reg [63:0] mem [0:NUM-1];
always @(posedge clk or posedge rst) 
    begin
        if(rst) 
            begin
                mem[0] <= 64'h3f800000_40000000;
                mem[1] <= 64'hbf800000_3f800000;
                mem[2] <= 64'hc2de8000_45155e00;
                mem[3] <= 64'h6b64b235_6ac49214;
                mem[4] <= 64'h2ac49214_6ac49214;
                mem[5] <= 64'hbfc66666_3fc7ae14;
                mem[6] <= 64'hc565ee8b_4565ee8a;
                mem[7] <= 64'h447a4efa_c47a1ccd;
                mem[8] <= 64'h00000000_00000000;
                mem[9] <= 64'h38108900_bb908900;
            end
    end
always @(posedge clk or posedge rst) 
    begin
        if(rst)
            count <= 4'b0000;
        else if(button) 
            begin
                if(count == NUM-1)
                    count <= 4'b0000;
                else
                    count <= count + 4'b0001;
            end
    end
assign out_a = mem[count][63:32];
assign out_b = mem[count][31:0];
endmodule
==> results.json <==
{
  "cp_slowest_stage_delay_ns": 0.50,
  "largest_register_ffs": 4,
  "yosys-stat-area_um2": 871,
  "antenna_violations_before_repair": 0,
  "registers.top_by_ff_count": "count",
  "synth.ff_latch_count": 4,
  "wirelength_um": 3460,
  "p_leak_nw": 1.06,
  "unrepaired_setup_endpoints_after_global_routing": "yes",
  "cp_num_buf_inv": 2,
  "place_area_mm2": 0.00162,
  "pin_count_of_the_biggest_net_entering_global_routing": 13,
  "holdCritPathClass": "in2async",
  "finalHoldWorstSlack_ns": 0.391,
  "outcome": "finished, violations left",
  "final_period_minus_worst_setup_slack_ns": 2.13,
  "remaining_drc_errors": 0,
  "timing.critical_path.max_delay_family": "buffers and inverters",
  "postSynthAreaPerCell_um2": 6.70,
  "tns_ns": -0.0511,
  "path_class": "reg2out",
  "pre_cts_ws_ns": 0.0139,
  "grt_util_all_layers_pct": 8.66,
  "final.setup_skew_ns": 0.000361,
  "period_used_pct": 101,
  "leftover_overflow_at_the_end_of_global_routing": 0,
  "chipWidth_um": 83,
  "cp_data_arrival_time_ns": 1.71,
  "crit_chain": "buf_4, xor2_2, a211oi_2, clkdlybuf4s50_1",
  "clk-insertion-delay-late_ns": 0.21,
  "vias_in_the_first_global_route": 1148,
  "cts_stage_hold_buffer_count": 0,
  "average_wire_length_per_cell_after_detail_routing_um": 13.2,
  "numPortBuffers": 65,
  "slew_violations": 0,
  "timing_hold_violations_final": 0,
  "synth_area_leader_cell": "sky130_fd_sc_hd__buf_4",
  "synth_area_um2": 871,
  "timing.rr.start": "count[1]",
  "cp_data_required_time_ns": 1.68,
  "post_synth_main_area_contributors": "sky130_fd_sc_hd__buf_4 22%, sky130_fd_sc_hd__dfrtp_1 11%, sky130_fd_sc_hd__nor2_1 7.8%",
  "initial_core_util_pct": 23.3,
  "report.final.setup_viol": 3,
  "worstPathMaxFanout": 6,
  "r2r-end": "count[3]",
  "synth.top_cell.area_share_pct": 22.4,
  "clk_pin_slew_worst_paths_ns": 0.03,
  "timing.reg2reg.setup_slack_ns": 0.81,
  "h-tree-depth": 1,
  "chip_area_mm2": 0.00689,
  "drive_above_1_share_pct": 45.3,
  "final_core_util_pct": 52.7,
  "vias": 1159,
  "coreArea_mm2": 0.00374,
  "openroad.warnings": 27,
  "yosysSeqAreaShare_pct": 11.5,
  "layout_setup_ws_ns": -0.0305,
  "synthesis.instances": 130,
  "fmax_mhz": 469,
  "place_congestion": 0.809,
  "element_type_at_the_critical_path_start": "flip-flop",
  "dr.first_iter.drc_count": 20,
  "synth-cells-yosys": 130,
  "io_pins": 67,
  "synth_cell_types": 33,
  "finalInstanceArea_mm2": 0.00197,
  "crit_path_top_delay_cell": "sky130_fd_sc_hd__clkdlybuf4s50_1",
  "maxCapViolCount": 0,
  "place_hpwl_um": 2590,
  "power_density_mw_per_mm2": 1840,
  "antenna_cells": 0,
  "worst_r2r_path_depth": 5,
  "final_antenna_net_count": 0,
  "clock_sinks": 4,
  "syn_to_final_growth_pct": 127,
  "vdd_drop_max_mv": 0.983,
  "clock_tree.buffer_depth": 2,
  "route.detailed.vias_per_inst": 4.42,
  "top_registers": "count (4)",
  "cts-root-buf": "sky130_fd_sc_hd__clkbuf_8",
  "end_kind": "output port",
  "fp.dieH_um": 83,
  "grt_first_pass_wirelength_um": 5330,
  "cts_tree": "yes",
  "placementRows": 22,
  "violations": "setup timing",
  "detailedRoute.firstPassIterationCount": 4,
  "tritoncts.num_buffers": 3,
  "synth-warning-count": 2
}
==> per-layer routing <==
metal	global-route usage (%)	wire (um)	up-vias
met5	0	0	-
met4	0.923	19	0
met3	3.74	337	2
met2	13.5	1510	55
met1	11.1	1590	525
li1	-	-	577
==> cells in the mapped netlist (all sizes together) <==
library cell,n
a211o,1
a211oi,2
a21oi,12
a22o,2
and2,2
and3,1
buf,32
clkbuf,1
conb,1
dfrtp,4
inv,6
nand2,9
nand2b,6
nand3,3
nand3b,2
nor2,18
nor2b,2
nor3,1
nor3b,1
o21a,3
o21ai,12
o2bb2ai,1
o31ai,1
or2,2
xnor2,2
xor2,3
==> how the worst max path moves through the flow <==
stage | from | to | slack [ns] | cells after the start
after global routing | count[1] | out_a[13] | -0.12 | 5
final | count[1] | out_a[24] | -0.03 | 4
after CTS | count[1] | out_b[20] | -0.06 | 5
==> power breakdown <==
part	internal, W	switching [W]	total, W
Clock	0.000122	0.0000346	0.000156
Sequential	0.000125	0.0000866	0.000212
Combinational	0.00209	0.00117	0.00326
==> through the flow <==
step | power (W) | cells
5_1_grt | 0.00398 | 262
4_1_cts | 0.00346 | 257
6_report | 0.00363 | 262
3_3_place_gp | 0.00311 | 245
3_5_place_dp | 0.00309 | 245
2_1_floorplan | 0.00136 | 130
==> layout make-up <==
type,instances,area (um^2)
fillers,327,1770
repair buffers,114,1080
multi-input cells,87,661
flip-flops and latches,4,105
well taps,48,60.1
clock buffers,3,41.3
inverters,6,22.5
==> placed cells by master (no fill, tap or decap), types with 2 or more instances in the layout <==
master,n
sky130_fd_sc_hd__o21ai_0,6
sky130_fd_sc_hd__o21ai_2,2
sky130_fd_sc_hd__o21a_1,3
sky130_fd_sc_hd__nor2b_4,2
sky130_fd_sc_hd__xor2_1,2
sky130_fd_sc_hd__buf_6,14
sky130_fd_sc_hd__and2_1,2
sky130_fd_sc_hd__nand2_1,7
sky130_fd_sc_hd__inv_1,4
sky130_fd_sc_hd__a21oi_1,6
sky130_fd_sc_hd__clkbuf_8,3
sky130_fd_sc_hd__o21ai_1,4
sky130_fd_sc_hd__buf_4,34
sky130_fd_sc_hd__nor2_2,7
sky130_fd_sc_hd__nand3_1,3
sky130_fd_sc_hd__clkdlybuf4s50_1,31
sky130_fd_sc_hd__clkbuf_2,3
sky130_fd_sc_hd__dlygate4sd2_1,16
sky130_fd_sc_hd__dlymetal6s2s_1,14
sky130_fd_sc_hd__nand2b_4,5
sky130_fd_sc_hd__inv_2,2
sky130_fd_sc_hd__dfrtp_2,4
sky130_fd_sc_hd__nand3b_1,2
sky130_fd_sc_hd__xnor2_1,2
sky130_fd_sc_hd__a22o_1,2
sky130_fd_sc_hd__nor2_4,4
sky130_fd_sc_hd__nor2_1,7
sky130_fd_sc_hd__a21oi_2,6
==> cell families (layout without fill, tap and decap cells) <==
| family | count (synthesis) | after routing | share of synthesized area (%) |
|---|---|---|---|
| AND/OR/NAND/NOR | 47 | 47 | 29.7 |
| flip-flops | 4 | 4 | 11.5 |
| other | 1 | 1 | 0.431 |
| XOR/XNOR | 5 | 5 | 5.03 |
| buffers and inverters | 39 | 123 | 30.3 |
| AND-OR/OR-AND | 34 | 34 | 23.0 |
==> repair_timing <==
action	4_1_cts	5_1_grt
pin swaps	6	2
endpoints found under the setup margin	45	39
gates resized	57	48
buffers inserted	10	6
No activity file was given, so power comes from the tool's default toggle rates.
